**./design.v**
```verilog
module PulseCounter(
input Reset,
input Clock,
input In, 
output [3:0] Out
);
reg [3:0] Counter;
reg toggle;
always @(posedge Clock, negedge Reset) begin
	if ( Reset == 0 ) 
		Counter <= 4'b0000;
	else begin
		if ((In==1) & (toggle==0)) begin
			Counter <= Counter + 1'b1;
			toggle <= 1;
	    end
		else if (In==0) begin
			toggle <= 0;
		end
	end
end
assign Out = Counter;
endmodule
```
**./run.sh**
```bash
#!/bin/bash
# OpenROAD 26Q1-2900-gdf79404cd8, Yosys 0.63+post, stock flow scripts
make -C /OpenROAD-flow-scripts/flow DESIGN_CONFIG=/design/flow/config.mk WORK_HOME=/design/flow/orfs finish
```
**./config.mk**
```make
export PLATFORM = sky130hd
export DESIGN_NAME = PulseCounter
export DESIGN_NICKNAME = PulseCounter
export VERILOG_FILES = /design/flow/design.v
export SDC_FILE = /design/flow/constraint.sdc
export NUM_CORES = 4
export LEC_CHECK = 1
export CORE_AREA = 10 10 70 70
export DIE_AREA = 0 0 80 80
```
**./constraint.sdc**
```tcl
current_design PulseCounter

set clk_period 1.6
set clk_io_pct 0.2

create_clock -name clk0 -period $clk_period [get_ports {Clock}]

set non_clock_inputs [all_inputs -no_clocks]
set_input_delay [expr $clk_period * $clk_io_pct] -clock clk0 $non_clock_inputs
set_output_delay [expr $clk_period * $clk_io_pct] -clock clk0 [all_outputs]
```
==> impl_metrics.py <==
# Generated from Yosys and OpenROAD reports
metrics = {
    "worst_setup_path": {
        "worst-path-max-fanout": 4,
        "critical_path_arrival_ns": 1.20,
        "setup.worst_path.start_class": "register",
        "worstPathBufferInverterCount": 1,
        "worst-endpoint-required_ns": 1.28,
        "crit_slowest_cell": "clkdlybuf4s50_1",
        "timing.critical_path.slowest_cell_delay_ns": 0.51,
        "worstReg2RegEnd": "Counter[1]$_DFFE_PN0P_",
        "critical_path.top_delay_family": "buffers and inverters",
        "critical_path.cell_chain": "clkdlybuf4s50_1",
        "rr_worst_depth": 2,
        "timing.reg2reg.setup_slack_ns": 0.48,
        "end_kind": "output pin",
        "timing.rr.start": "Counter[0]$_DFFE_PN0P_",
        "criticalPathCategory": "reg2out",
    },
    "clock_tree": {
        "tritoncts": "yes",
        "cts.sinks": 5,
        "clock_latency_ns": 0.25,
        "cts_setup_buffers": 0,
        "cts.reportedPaths.clkPinSlew_ns": 0.05,
        "cts.root.buffer_cell": "clkbuf_4",
        "ctsResizeCount": 0,
        "cts.path.max_buffers": 2,
        "tritoncts_buffers": 3,
        "ctsHoldBuffers": 0,
        "cts_htree_levels": 1,
    },
    "global_route": {
        "global_route_wire_length_before_repair_um": 738,
        "number_of_global_route_vias_before_repair": 143,
        "grt_antenna_before_repair": 0,
        "grt_start_max_net_pins": 6,
        "globalRoute.totalOverflow": 0,
        "gr-usage-all-layers_pct": 1.58,
    },
    "layout": {
        "post-route-util_pct": 11.4,
        "syn_to_final_growth_pct": 56.3,
        "fin_area_um2": 389,
        "fraction_of_layout_cells_with_a_size_suffix_above_1_pct": 32.0,
    },
    "sta": {
        "timing_hold_violations_final": 0,
        "finalCriticalPeriod_ns": 1.52,
        "final.period_utilization_pct": 94.9,
        "rsz_0062_raised_after_global_routing": "false",
        "maxSlewHeadroom_pct": 86.4,
        "worst_slew_pin_slew_ns": 0.204,
        "achievable-frequency_mhz": 658,
        "fin_ws_ns": 0.0809,
        "final-max-slew-violation-count": 0,
        "timing.clock.skew_ns": 0.00552,
        "setup-tns-final_ns": 0,
        "setup_viol": 0,
    },
    "synthesis": {
        "yosys-stat-cells": 15,
        "post_synth_instance_area_um2": 249,
        "synth.distinct_cells": 12,
        "synthesis.yosys.warnings": 1,
        "synth.avg_cell_area_um2": 16.6,
        "synth-seq-cells": 5,
        "yosys_area_um2": 249,
        "synthesis.instances": 15,
        "yosys.stat.seqShare_pct": 52.3,
    },
    "routing": {
        "detail-route-antenna-nets": 0,
        "drtIter0Drc": 20,
        "drt-pass1-iter-count": 2,
        "antennaDiodeCount": 0,
        "avgViaCountPerCell": 2.11,
        "post-route-drc-count": 0,
        "totalWireLength_um": 491,
        "routedWlPerCell_um": 6.92,
        "num_vias": 150,
    },
    "placement": {
        "place_ws_ns": 0.107,
        "postPlaceCellArea_um2": 363,
        "place_congestion": 0.741,
        "portBuffers": 6,
    },
    "job": {
        "cap_viol_max_count": 0,
        "log.warning_count": 25,
    },
    "die": {
        "core.rowCount": 21,
        "die_h_um": 80,
        "floorplan.die.width_um": 80,
        "design.portCount": 7,
        "starting_utilization_of_the_core_area_pct": 7.29,
        "chipArea_um2": 6400,
        "design.core.area_um2": 3420,
    },
    "outcome": {
        "run_status": "finished, final reports clean",
    },
    "power_and_ir_drop": {
        "total_leakage_power_nw": 0.147,
        "power-per-cell-area_nw_per_um2": 1610,
        "power.ir.vdd_worst_v": 0.000392,
    },
    "worst_hold_path": {
        "hp-class": "in2async",
    },
}
## power breakdown
part	internal [W]	leakage, nW	switching (W)
registers	0.000186	0.0571	0.0000815
clock network	0.0000947	0.0150	0.0000580
logic	0.000162	0.0749	0.0000430
total	0.000443	0.147	0.000182
## layout by cell type, fill, tap and decap left out
cell type / n
a21boi_1: 1
buf_4: 1
clkbuf_1: 1
clkbuf_4: 3
clkdlybuf4s50_1: 6
dfrtp_1: 4
edfxtp_1: 1
ha_1: 1
mux2_4: 1
nand2_1: 1
nand4_4: 1
nor2b_4: 1
xnor2_1: 1
xnor2_2: 1
xor2_1: 1
## registers in the layout, summed over array words and instances (netlist names)
name     cells
Counter      4
toggle       1
## worst max-delay path by stage
stage / from / end / slack, ns / cells past startpoint
final: Counter[1]$_DFFE_PN0P_ / Out[1] / 0.08 / 1
after CTS: Counter[0]$_DFFE_PN0P_ / Out[0] / 0.06 / 1
after global routing: Counter[0]$_DFFE_PN0P_ / Out[0] / 0.02 / 1
## logic make-up after synthesis
| group | after synthesis | synth area share [%] |
|---|---|---|
| flops | 5 | 52.3 |
| xor+xnor | 3 | 13.6 |
| simple gates | 3 | 15.6 |
| compound gates | 1 | 3.02 |
| buf+inv | 1 | 4.52 |
| mux | 1 | 6.03 |
| fa+ha+maj | 1 | 5.02 |
## cells in the mapped netlist
| cell type | count | area [um^2] |
|---|---|---|
| a21boi_1 | 1 | 7.51 |
| buf_6 | 1 | 11.3 |
| dfrtp_1 | 4 | 100 |
| edfxtp_1 | 1 | 30.0 |
| ha_1 | 1 | 12.5 |
| mux2_4 | 1 | 15.0 |
| nand2_1 | 1 | 3.75 |
| nand4_4 | 1 | 21.3 |
| nor2b_4 | 1 | 13.8 |
| xnor2_1 | 1 | 8.76 |
| xnor2_2 | 1 | 16.3 |
| xor2_1 | 1 | 8.76 |
## per-stage QoR
| step | power (W) | hold slack, ns | instances |
|---|---|---|---|
| 6_report | 0.000625 | 0.357 | 71 |
| 5_1_grt | 0.000664 | 0.371 | 71 |
| 4_1_cts | 0.000638 | 0.355 | 71 |
| 3_5_place_dp | 0.000479 | 0.494 | 67 |
| 3_3_place_gp | 0.000473 | 0.494 | 67 |
| 2_1_floorplan | 0.000344 | 0.0244 | 15 |
## area by class of cell
| class | count | area (um^2) |
|---|---|---|
| tap | 46 | 57.6 |
| fill | 389 | 3030 |
| timing repair buffer | 7 | 67.6 |
| clock buffer | 4 | 26.3 |
| sequential | 5 | 130 |
| multi-input combinational | 9 | 108 |
## routing by layer
layer | track usage [%] | part of all wire, %
met1 | 2.02 | 48
met2 | 1.69 | 36
met3 | 1.82 | 16
met4 | 0.176 | 0
met5 | 0 | 0
No activity file was given, so power comes from the tool's default toggle rates.
