**run.sh**
```bash
#!/bin/bash
# OpenROAD 26Q1-2900-gdf79404cd8, Yosys 0.63+post, stock flow scripts
make -C /OpenROAD-flow-scripts/flow DESIGN_CONFIG=/design/flow/config.mk WORK_HOME=/design/flow/orfs finish
```
**config.mk**
```make
export PLATFORM = sky130hd
export DESIGN_NAME = FloatingPointMAC
export DESIGN_NICKNAME = FloatingPointMAC
export VERILOG_FILES = /design/flow/design.v
export SDC_FILE = /design/flow/constraint.sdc
export NUM_CORES = 4
export LEC_CHECK = 1
export CORE_AREA = 10 10 105 105
export DIE_AREA = 0 0 115 115
```
**constraint.sdc**
```tcl
current_design FloatingPointMAC

set clk_period 4.5
set clk_io_pct 0.2

create_clock -name clk0 -period $clk_period [get_ports {Clock}]

set non_clock_inputs [all_inputs -no_clocks]
set_input_delay [expr $clk_period * $clk_io_pct] -clock clk0 $non_clock_inputs
set_output_delay [expr $clk_period * $clk_io_pct] -clock clk0 [all_outputs]
```
**design.v**
```verilog
module FloatingPointMAC(
input Reset,
input Clock, 
input [3:0] RowIn, 
output [3:0] ColOut,  
output reg [3:0] seg, 
output reg KeyRdy, 
input KeyRd,
output reg [7:0] disp0,disp1,disp2,disp3,disp4,disp5,
output reg [8:0] led,
output reg [3:0] lcdout,
input nxtstbutton,
input press,
output reg [2:0] led_pin
);
reg [15:0] prod1 , prod2 , prod3; 
parameter Scan=3'b000, CalculateKeypad=3'b001, Analyze=3'b010, WaitForRead=3'b011; 
parameter WaitForButton=3'b100,Multiply=3'b101;
reg [1:0]showoutput;
reg [1:0] sp;
reg [3:0] State;
reg [15:0] Data;
reg [3:0] Col;
reg [3:0] Sum;
reg waitbit;
reg [2:0] counter;
reg [1:0]inputno;
reg [2:0] index;
reg [15:0]data_reg;
reg [15:0]weight_reg;
assign ColOut[0] = Col[0] ? 1'bz : 1'b0; 
assign ColOut[1] = Col[1] ? 1'bz : 1'b0; 
assign ColOut[2] = Col[2] ? 1'bz : 1'b0; 
assign ColOut[3] = Col[3] ? 1'bz : 1'b0;
reg [31:0] clkcnt;
reg clk_out; 
reg Cs_b;
reg We_b;
reg Oe_b;
reg[7:0] Address;
wire [7:0] IO;
reg [3:0] Ard_in;
reg[15:0] inp1,display_input, display_input1,display_input2,display_input3;
reg[15:0] inp2;
wire[15:0] out;
wire underflow;
wire overflow;
wire [7:0] d0,d1,d2,d3;
wire slow_clk;
reg[15:0] arr[9];
reg[15:0] val;
reg enable = 1;
 always@(*)begin
  disp0 = d0;
  disp1 = d1;
  disp2 = d2;
  disp3 = d3;
 end
clock_div1 c1(Clock,slow_clk);
segdisplay SD(display_input,d0,d1,d2,d3);
reg [3:0] i=0;
initial begin
	val 	 =  16'hF9B7;
	arr[0]=   16'hB78E;
	arr[1] =  16'hB78E;
	arr[2] =  16'hB78E;
	arr[3] =  16'hB78E;
	arr[4] =  16'hB78E;
	arr[5] =  16'hB78E;
	arr[6] =  16'hB78E;
	arr[7] =  16'hB78E;
	arr[8] =  16'hB78E;
end
and(ao,slow_clk,enable);
always @(posedge ao) begin
		disp4 <= 8'b11111111;
		disp5 <= 8'b11111111;
		display_input <= val;
		led[8] = 1'b1;
      led[7] = 1'b1;
		if(press==1'b1) begin
		display_input <= arr[i];
		i = i+1;
		if(i==9)
		enable =0;
		end
end
endmodule
module clock_div1(input Clk, output reg SlowClock);
parameter clock_threshold = 50000000;
reg [27:0] clk_counter;
always @(posedge Clk ) begin 
   if (clk_counter == clock_threshold) 
	begin 
			clk_counter <= 0;
			SlowClock <= ~SlowClock; 
	end
		else 
					clk_counter <= clk_counter+1;
		end
endmodule
module segdisplay(number,d0,d1,d2,d3);
input [15:0]number;
output reg [7:0]d0,d1,d2,d3;
always @(*) begin
case(number[3:0])
	4'd0 :   d0 <= 8'hC0;
	4'd1 :   d0 <= 8'hF9;
	4'd2 :   d0 <= 8'hA4;
	4'd3 :   d0 <= 8'hB0;
	4'd4 :   d0 <= 8'h99;
	4'd5 :   d0 <= 8'h92;
	4'd6 :   d0 <= 8'h82;
	4'd7 :   d0 <= 8'hF8;
	4'd8 :   d0 <= 8'h80;
	4'd9 :   d0 <= 8'h90;
	4'd10 :   d0 <= 8'h88;
	4'd11 :   d0 <= 8'h83;
	4'd12 :   d0 <= 8'hC6;
	4'd13 :   d0 <= 8'hA1;
	4'd14 :   d0 <= 8'h86;
	4'd15 :   d0 <= 8'h8E;
   default : d0 <= 8'h00;
	endcase 
case(number[7:4])
	4'd0 :   d1 <= 8'hC0;
	4'd1 :   d1 <= 8'hF9;
	4'd2 :   d1 <= 8'hA4;
	4'd3 :   d1 <= 8'hB0;
	4'd4 :   d1 <= 8'h99;
	4'd5 :   d1 <= 8'h92;
	4'd6 :   d1 <= 8'h82;
	4'd7 :   d1 <= 8'hF8;
	4'd8 :   d1 <= 8'h80;
	4'd9 :   d1 <= 8'h90;
	4'd10 :   d1 <= 8'h88;
	4'd11 :   d1 <= 8'h83;
	4'd12 :   d1 <= 8'hC6;
	4'd13 :   d1 <= 8'hA1;
	4'd14 :   d1 <= 8'h86;
	4'd15 :   d1 <= 8'h8E;
   default : d1 <= 8'h00;
	endcase 
case(number[11:8])
	4'd0 :   d2 <= 8'hC0;
	4'd1 :   d2 <= 8'hF9;
	4'd2 :   d2 <= 8'hA4;
	4'd3 :   d2 <= 8'hB0;
	4'd4 :   d2 <= 8'h99;
	4'd5 :   d2 <= 8'h92;
	4'd6 :   d2 <= 8'h82;
	4'd7 :   d2 <= 8'hF8;
	4'd8 :   d2 <= 8'h80;
	4'd9 :   d2 <= 8'h90;
	4'd10 :   d2 <= 8'h88;
	4'd11 :   d2 <= 8'h83;
	4'd12 :   d2 <= 8'hC6;
	4'd13 :   d2 <= 8'hA1;
	4'd14 :   d2 <= 8'h86;
	4'd15 :   d2 <= 8'h8E;
   default : d2 <= 8'h00;
	endcase 
case(number[15:12])
	4'd0 :   d3 <= 8'hC0;
	4'd1 :   d3 <= 8'hF9;
	4'd2 :   d3 <= 8'hA4;
	4'd3 :   d3 <= 8'hB0;
	4'd4 :   d3 <= 8'h99;
	4'd5 :   d3 <= 8'h92;
	4'd6 :   d3 <= 8'h82;
	4'd7 :   d3 <= 8'hF8;
	4'd8 :   d3 <= 8'h80;
	4'd9 :   d3 <= 8'h90;
	4'd10 :   d3 <= 8'h88;
	4'd11 :   d3 <= 8'h83;
	4'd12 :   d3 <= 8'hC6;
	4'd13 :   d3 <= 8'hA1;
	4'd14 :   d3 <= 8'h86;
	4'd15 :   d3 <= 8'h8E;
   default : d3 <= 8'h00;
	endcase 
end	
endmodule
```
==> flow_metrics.py <==
# Synthesis and PnR figures
metrics = {
    "outcome": {
        "status": "completed",
    },
    "final_timing": {
        "finalCritPeriodShare_pct": 41.8,
        "final_max_slew_viol_count": 0,
        "finClkSkew_ns": 0.00771,
        "period_needed_ns": 1.88,
        "tns_ns": 0,
        "rsz0062_at_grt": "false",
        "worst_slack_ns": 2.62,
        "final-setup-viol-count": 0,
        "fmax_mhz": 531,
        "finalHoldViolCount": 0,
        "unclocked_pins": 12,
        "untimed_endpoints": 32,
    },
    "layout": {
        "finalNonFillerCells": 355,
        "drive_above_1_share_pct": 6.48,
        "lay_top_count": "conb_1",
        "syn2layout_area_growth_pct": 4.49,
        "lay_top_cells": "58 x conb_1, 35 x dfxtp_1, 20 x clkdlybuf4s50_1",
    },
    "critical_path": {
        "rr_worst_depth": 6,
        "start_kind": "register",
        "reg2reg_from": "c1.clk_counter[0]$_SDFF_PN0_",
        "critPathSlowestCell": "dfxtp_1",
        "cp-end-kind": "register",
        "worstReg2RegEnd": "c1.SlowClock$_DFFE_PN_",
        "worstPathRequired_ns": 4.49,
        "crit_chain": "inv_1, ha_1, nor4b_1, nand4_1, nor2_1, buf_4",
        "ff2ff_setup_slack_ns": 2.62,
        "critPathMaxStageDelay_ns": 0.34,
        "path_buffers": 2,
        "crit_path_max_fanout": 10,
        "crit_arrival_ns": 1.87,
        "crit_type": "register to register",
        "cpLargestDelayFamily": "simple AND/OR/NAND/NOR gates",
    },
    "detailed_routing": {
        "postRouteWirelength_mm": 3.71,
        "first_pass_iters": 4,
        "antenna-diode-count": 0,
        "post_drt_wl_per_cell_um": 10.4,
        "viasPerCell": 3.88,
        "ant_nets": 0,
        "vias": 1378,
        "drtIter0Drc": 54,
        "drc": 0,
    },
    "grt": {
        "grt_pass1_wl_mm": 6.01,
        "grt_usage_pct": 5.20,
        "antenna_found_initial": 0,
        "grt_max_degree": 15,
        "grt_pass1_vias": 1329,
        "grt_overflow": 0,
    },
    "pwr": {
        "leakage_nw": 0.993,
        "fin_total_pwr_mw": 0.498,
        "vdd_drop_max_uv": 199,
        "powerDensity_nw_per_um2": 214,
    },
    "place": {
        "numPlacedInstances": 347,
        "dpl_worst_slack_ns": 2.60,
        "io_buffers": 20,
        "dp_hpwl_mm": 2.92,
        "place.gp.congestion": 0.795,
    },
    "yosys": {
        "ys_cells": 235,
        "synth_area_um2": 2230,
        "top_cells_by_area": "dfxtp_1 31%, buf_4 22%, edfxtp_1 8.1%, xnor2_1 3.5%, xor2_1 3.5%",
        "ys_ff": 41,
        "synth_seq_share_pct": 39.5,
        "synth_top_area_share_pct": 31.4,
        "yosys_area_um2": 2230,
        "synthCells": 235,
        "synth.distinct_cells": 35,
        "synth_top_cell_by_area": "dfxtp_1",
        "syn_avg_cell_area_um2": 9.48,
        "yosys_warnings": 31,
    },
    "floorplan": {
        "dieArea_um2": 13200,
        "die-height_um": 115,
        "rows": 34,
        "fp_util_pct": 25.4,
        "core_area_um2": 8760,
        "pin_count": 82,
        "die_w_um": 115,
    },
    "min_path": {
        "hold_depth": 1,
        "min_to": "c1.clk_counter[27]$_SDFF_PN0_",
        "hp-start": "c1.clk_counter[27]$_SDFF_PN0_",
        "hp-class": "register to register",
    },
    "clock_tree": {
        "postCtsSetupBuffers": 0,
        "cts.repair.resized": 0,
        "htreeDepth": 2,
        "cts_tree": "built",
        "cts.hold.buffers_added": 0,
        "clkLatencyLatePin_ns": 0.28,
        "cts.reportedPaths.clkPinSlew_ns": 0.06,
        "clk_path_buf_depth": 2,
        "cts_made_buffers": 5,
        "clockRootBuffer": "clkbuf_8",
    },
    "run": {
        "maxCapViolCount": 0,
        "warnings": 34,
    },
}
## layout make-up
type | count | area (um2)
clock buffers | 7 | 96.3
clock inverters | 1 | 5.00
repair buffers | 21 | 208
multi-input cells | 169 | 973
inverters | 8 | 30.0
well taps | 108 | 135
fillers | 931 | 6430
flip-flops and latches | 41 | 881
## cells by family after synthesis
logic type               count (synthesis)  share of synthesized area [%]
other                                    2                          0.337
buffers and inverters                   81                           26.2
flip-flops                              41                           39.5
XOR/XNOR                                18                           7.08
multiplexers                             3                           1.35
AND/OR/NAND/NOR                         69                           18.9
AND-OR/OR-AND                           17                           4.32
adder cells (fa/ha/maj)                  4                           2.25
## synthesized netlist by cell type
library cell  number
and3_1             1
and4_2             4
and3_2             1
o21ai_0            5
o22ai_1            1
conb_1             2
ha_1               4
clkbuf_1           1
nor2b_1            1
mux2i_1            3
xor2_1             9
buf_6              4
or4_1              4
nor4_1             3
nand2_1           11
or3_2              1
nor3_1             2
o31ai_1            4
nand4_1            5
xnor2_1            9
nand3_1           14
dfxtp_1           35
nand4_4            1
and3b_1            1
and2_1             1
a21oi_1            7
nor2_1             8
edfxtp_1           6
nor3b_1            2
and4_1             4
nor4b_1            2
buf_2              2
or3_1              3
buf_4             66
inv_1              8
## registers in the layout, summed over array words and instances, names as in the netlist
register        cells
c1.clk_counter     28
disp2               4
i                   4
disp1               2
c1.SlowClock        1
disp0               1
enable              1
## through the flow
step	util (%)	hold slack (ns)	instance area (um2)
6_report	26.6	0.461	2330
5_1_grt	26.6	0.484	2330
4_1_cts	26.6	0.466	2330
3_5_place_dp	25.4	0.458	2230
3_3_place_gp	25.4	0.449	2230
2_1_floorplan	-	0.432	2440
## layer usage
layer  global-route usage [%]  part of all wire [%]
met3                     1.42                   7.1
met2                     8.15                    43
met1                     7.30                    48
met5                        0                     0
met4                    0.578                   1.2
## how the worst max path moves through the flow
stage,from,to,slack (ns),cells after the start
CTS,c1.clk_counter[0]$_SDFF_PN0_,c1.SlowClock$_DFFE_PN_,2.59,6
global route,c1.clk_counter[0]$_SDFF_PN0_,c1.SlowClock$_DFFE_PN_,2.41,6
finish,c1.clk_counter[0]$_SDFF_PN0_,c1.SlowClock$_DFFE_PN_,2.62,6
## power by group
group	total, mW	internal [mW]	switching, mW
clock network	0.233	0.138	0.0956
logic	0.00539	0.000928	0.00447
registers	0.259	0.259	0
total	0.498	0.398	0.100
Power is estimated from default activity; no workload was simulated.
