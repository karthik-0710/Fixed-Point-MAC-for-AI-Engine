[/design/flow/config.mk]
export PLATFORM = sky130hd
export DESIGN_NAME = control
export DESIGN_NICKNAME = control
export VERILOG_FILES = /design/flow/design.v
export SDC_FILE = /design/flow/constraint.sdc
export NUM_CORES = 4
export LEC_CHECK = 1
export CORE_UTILIZATION = 40
[/design/flow/constraint.sdc]
current_design control

set clk_period 32.3
set clk_io_pct 0.2

create_clock -name clk0 -period $clk_period

set non_clock_inputs [all_inputs -no_clocks]
set_input_delay [expr $clk_period * $clk_io_pct] -clock clk0 $non_clock_inputs
set_output_delay [expr $clk_period * $clk_io_pct] -clock clk0 [all_outputs]
[/design/flow/design.v]
module sign_bit(
output wire sign,
input wire[15:0] in1,
input wire[15:0] in2
);
xor(sign,in1[15],in2[15]);
endmodule
module full_adder(
output wire sum,
output wire cout,
input wire in1,
input wire in2,
input wire cin
);
wire temp1;
wire temp2;
wire temp3;
xor(sum,in1,in2,cin);
and(temp1,in1,in2);
and(temp2,in1,cin);
and(temp3,in2,cin);
or(cout,temp1,temp2,temp3);
endmodule
module ripple_5(
output wire[4:0] sum,
output wire cout,
input wire[4:0] in1,
input wire[4:0] in2,
input wire cin
);
wire c1,c2,c3,c4;
full_adder FA1(sum[0],c1,in1[0],in2[0],cin);
full_adder FA2(sum[1],c2,in1[1],in2[1],c1);
full_adder FA3(sum[2],c3,in1[2],in2[2],c2);
full_adder FA4(sum[3],c4,in1[3],in2[3],c3);
full_adder FA5(sum[4],cout,in1[4],in2[4],c4);
endmodule
module full_subtractor_sub1(
output wire diff,  
output wire bout,  
input wire min,  
input wire bin  
);
xnor(diff,min,bin);
or(bout,min,bin);
endmodule
module full_subtractor_sub0(
output wire diff,  
output wire bout,  
input wire min,  
input wire bin  
);
xor(diff,min,bin);
and(bout,min,bin);
endmodule
module subtractor_6(
output wire [5:0] diff,
output wire bout,
input wire [5:0] min,
input wire bin
);
wire b1,b2,b3,b4,b5;
full_subtractor_sub1 sub1(diff[0],b1,min[0],bin);
full_subtractor_sub1 sub2(diff[1],b2,min[1],b1);
full_subtractor_sub1 sub3(diff[2],b3,min[2],b2);
full_subtractor_sub1 sub4(diff[3],b4,min[3],b3);
full_subtractor_sub0 sub5(diff[4],bout,min[4],b4);  
endmodule
module block(
output wire ppo,  
output wire cout,  
output wire mout,  
input wire min,  
input wire ppi,  
input wire q,  
input wire cin  
);
wire temp;
and(temp,min,q);
full_adder FA(ppo,cout,ppi,temp,cin);
or(mout,min,1'b0);
endmodule
module row(
output wire[10:0] ppo,
output wire[10:0] mout,
output wire sum,
input wire[10:0] min,
input wire[10:0] ppi,
input wire q
);
wire c1,c2,c3,c4,c5,c6,c7,c8,c9,c10;
block b1 (sum,c1,mout[0],min[0],ppi[0],q,1'b0);
block b2 (ppo[0], c2, mout[1], min[1], ppi[1], q, c1);
block b3 (ppo[1], c3, mout[2], min[2], ppi[2], q, c2);
block b4 (ppo[2], c4, mout[3], min[3], ppi[3], q, c3);
block b5 (ppo[3], c5, mout[4], min[4], ppi[4], q, c4);
block b6 (ppo[4], c6, mout[5], min[5], ppi[5], q, c5);
block b7 (ppo[5], c7, mout[6], min[6], ppi[6], q, c6);
block b8 (ppo[6], c8, mout[7], min[7], ppi[7], q, c7);
block b9 (ppo[7], c9, mout[8], min[8], ppi[8], q, c8);
block b10(ppo[8], c10, mout[9], min[9], ppi[9], q, c9);
block b11(ppo[9], ppo[10], mout[10], min[10], ppi[10], q, c10);
endmodule
module product(
output wire[21:0] sum,
input wire[10:0] min,
input wire[10:0]q
);
wire [10:0] temp1,temp2,temp3,temp4,temp5,temp6,temp7,temp8,temp9,temp10;  
wire [10:0] temp11;
wire [10:0] ptemp1,ptemp2,ptemp3,ptemp4,ptemp5,ptemp6,ptemp7,ptemp8,ptemp9,ptemp10;
row r1 (ptemp1, temp1, sum[0], min, 11'h0000, q[0]);
row r2 (ptemp2, temp2, sum[1], temp1, ptemp1, q[1]);
row r3 (ptemp3, temp3, sum[2], temp2, ptemp2, q[2]);
row r4 (ptemp4, temp4, sum[3], temp3, ptemp3, q[3]);
row r5 (ptemp5, temp5, sum[4], temp4, ptemp4, q[4]);
row r6 (ptemp6, temp6, sum[5], temp5, ptemp5, q[5]);
row r7 (ptemp7, temp7, sum[6], temp6, ptemp6, q[6]);
row r8 (ptemp8, temp8, sum[7], temp7, ptemp7, q[7]);
row r9 (ptemp9, temp9, sum[8], temp8, ptemp8, q[8]);
row r10(ptemp10, temp10, sum[9], temp9, ptemp9, q[9]);
row r11(sum[21:11], temp11, sum[10], temp10, ptemp10, q[10]);
endmodule
module normalize(
output wire[9:0] adj_mantissa,  
output wire norm_flag,
input wire[22:0] prdt
);  
and(norm_flag,prdt[22],1'b1);  
wire [1:0][9:0] results;
assign results[0] = prdt[20:10];
assign results[1] = prdt[21:11];
assign adj_mantissa = {results[norm_flag+0]};
endmodule
module control(
input wire[15:0] inp1,
input wire[15:0] inp2,
output wire[15:0] out,
output wire underflow,
output wire overflow
);
wire sign;
wire [4:0] exp1;
wire [4:0] exp2;
wire [4:0] exp_out;
wire [4:0] test_exp;
wire [9:0] mant1;
wire [9:0] mant2;
wire [9:0] mant_out;
sign_bit sign_bit1(sign,inp1,inp2);
wire [4:0]temp1;
wire dummy;  
wire [5:0] sub_temp;
ripple_5 rip1(temp1,carry,inp1[14:10],inp2[14:10],1'b0);
subtractor_6 sub1(sub_temp,underflow,{carry,temp1},1'b0);
and(overflow,sub_temp[5],1'b1);  
wire [21:0] prdt;
product p1(prdt,{1'b1,inp1[9:0]},{1'b1,inp2[9:0]});
wire norm_flag;
wire [9:0] adj_mantissa;
normalize norm1(adj_mantissa,norm_flag,prdt);
ripple_5 ripple_norm(test_exp,dummy,sub_temp[4:0],{4'b0,norm_flag},1'b0);
assign out[15] = sign;
assign out[14:10] = test_exp;
assign out[9:0] = adj_mantissa;
endmodule
[/design/flow/run.sh]
#!/bin/bash
# OpenROAD 26Q1-2900-gdf79404cd8, Yosys 0.63+post, stock flow scripts
make -C /OpenROAD-flow-scripts/flow DESIGN_CONFIG=/design/flow/config.mk WORK_HOME=/design/flow/orfs finish
==> qor.csv <==
metric;value;unit
Post-DP HPWL;4350;um
slowest stage delay, CP;0.58;ns
YS warnings;3;
cell row count;31;
tool warnings;32;
total length of routed wires;4240;um
Worst Path Arrival;19.87;ns
DR WL/cell;10.2;um
RSZ-0062 raised after global routing;no;
PortBufs;49;
vias;1821;
startpoint types;primary input;
outcome;completed;
Post-Syn Area;0.00303;mm^2
Top-Level Pins;50;
CP endpoint kind;output port;
GRT Resource Usage Total;0.135;
WS Path Type;primary input to output port;
Logic area;0.00268;mm^2
drt initial violations;17;
Hold-fix buffers, CTS;0;
Period minus WS final;26.33;ns
final hold viol count;0;
worst hold stages;3;
global route overflow;0;
Hold Path Class;primary input to output port;
post-synthesis sequential area ratio;0;
Resized Gates After CTS;0;
Crit Path Max Fanout;10;
Hold Path Origin;inp1[15];
share of cells above drive strength 1;0;
ys cells;287;
vias in the first global route;1913;
die area;0.00794;mm^2
Worst EP required;25.84;ns
DR pass1 iterations;2;
distinct lib cells;16;
syn_area_per_cell;10.6;um^2
initial antenna violation count;0;
Die W;89.1;um
setup tns final;0;ns
post-CTS setup buffer count;0;
Area growth syn-to-layout;15.5;%
setup violators final;0;
# diodes;0;
first-pass GRT wire length;7980;um
vias per inst;4.40;
YS chip area;0.00303;mm^2
most instantiated logic cells after routing;fa_1, and2_1, inv_1, clkdlybuf4s50_1, nor2_1;
Starting Density;0.416;
Area leader share;0.653;
top cells by area, synth;fa_1, and2_1, inv_1, buf_4, ha_1;
final core utilization;0.481;
crit share post-route;0.815;
Chip Height;89.1;um
hold-critical path endpoint;out[15];
largest net degree at the start of global routing;12;
most frequent logic cell in the layout;fa_1;
Post-Syn Instances;287;
# DRC;0;
number of max-cap violations;0;
Fill cells;694;
GP Congestion;0.793;
register area;0;um^2
Most common cell on crit path;fa_1;
CORE AREA;0.00729;mm^2
ANT nets after route;0;
largest area contributor in the netlist;fa_1;
flip-flops;0;
max-slew violation count;0;
Fmax;38.0;MHz
# clk buffers;0;
CP max-delay cell;clkdlybuf4s50_1;
## cells in the mapped netlist (all sizes together)
cell type  instances
ha                 7
clkinv             2
xnor2              2
clkbuf             4
nand2             11
conb               1
fa                99
and2              62
nand3              1
inv               53
xnor3              1
nor2              16
and3               8
xor2               3
buf               17
## worst max-delay path: cells and delay by family
family / cells / cell delay [ns]
and+or+nand+nor: 2 / 0.46
adders and majority gates: 26 / 11.45
buffers and inverters: 3 / 1.11
xor gates and xnor gates: 2 / 0.34
## layer usage
metal	routed length (um)	up-vias	track usage
met5	0	-	0
met4	0	0	0
met3	212	0	0.0131
met2	2420	32	0.264
met1	1610	931	0.181
li1	-	858	-
## cell type report
type	count	share of cell area
Tap cell	99	0.0353
Inverter	55	0.0589
Timing Repair Buffer	49	0.140
Multi-Input combinational cell	211	0.766
## worst max path at each step
stage | startpoint | endpoint | slack [ns]
5_1_grt | inp2[1] | out[9] | 5.37
4_1_cts | inp2[1] | out[9] | 5.86
6_report | inp2[1] | out[9] | 5.97
## cell families (layout without fill, tap and decap cells)
logic type    Yosys count  in the layout  share of synthesized area
xor+xnor                6              6                     0.0219
fa+ha+maj             106            106                      0.682
buf+inv                76            104                      0.115
other cells             1              1                    0.00124
simple gates           98             98                      0.179
## through the flow
step / setup WS [ns] / hold WS [ns] / cell area, um^2 / cells
after floorplan: 7.08 / 13.07 / 3030 / 287
after global placement: 5.93 / 13.83 / 3500 / 414
after detailed placement: 5.87 / 13.84 / 3500 / 414
after CTS: 5.86 / 13.84 / 3500 / 414
after global routing: 5.37 / 13.91 / 3500 / 414
final: 5.97 / 13.83 / 3500 / 414
